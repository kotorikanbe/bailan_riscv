===== ./config.mk =====
export PLATFORM = sky130hd
export DESIGN_NAME = Branch
export DESIGN_NICKNAME = Branch
export VERILOG_FILES = /design/flow/design.v
export SDC_FILE = /design/flow/constraint.sdc
export NUM_CORES = 4
export LEC_CHECK = 1
export CORE_AREA = 10 10 108 108
export DIE_AREA = 0 0 118 118

===== ./constraint.sdc =====
current_design Branch

set clk_period 11.9
set clk_io_pct 0.2

create_clock -name clk0 -period $clk_period

set non_clock_inputs [all_inputs -no_clocks]
set_input_delay [expr $clk_period * $clk_io_pct] -clock clk0 $non_clock_inputs
set_output_delay [expr $clk_period * $clk_io_pct] -clock clk0 [all_outputs]

===== ./design.v =====
`timescale 1ns/1ns
module Branch 
    (   
        input [2:0]     b_type,
        input [31:0]    reg_src_dat_1,
        input [31:0]    reg_src_dat_2,
        output          branch_judge
    );
        wire            beq;
        wire            bne;
        wire            blt;
        wire            bge;
        wire            bltu;
        wire            bgeu;
        wire [31:0]     compare_result;
        wire            C;
        wire            equal;  
        wire            unequal;  
        wire            less;  
        wire            bigger_equal;  
        assign          beq =  (b_type == 3'h0);
        assign          bne =  (b_type == 3'h1);
        assign          blt =  (b_type == 3'h4);
        assign          bge =  (b_type == 3'h5);
        assign          bltu = (b_type == 3'h6);
        assign          bgeu = (b_type == 3'h7);
        Thirty_two_bit_adder compare(
                                    .operator_1(reg_src_dat_1),
                                    .operator_2(~reg_src_dat_2),
                                    .operator_3(1'b1),
                                    .answer(compare_result),
                                    .C(C)
                                    );
        assign equal            = (compare_result == 0); 
        assign unequal          = ~equal;                
        assign less             = (compare_result[31] == 1);  
        assign bigger_equal     = ~less;  
        assign branch_judge = (beq & equal) |
                              (bne & unequal) |
                              (blt & less) |
                              (bge & bigger_equal) |
                              (bltu & less) |
                              (bgeu & bigger_equal);
endmodule
`timescale 1ns/1ns
module Eight_bit_adder 
    (
        input [7:0]     operator_1,
        input [7:0]     operator_2,
        input           operator_3,
        output [7:0]    answer,
        output          P_m,
        output          G_m
    );
        wire [7:0]      CP;
        wire [7:0]      CG;
        wire [7:0]      C_o;
        One_bit_adder  u_adder0 
            (
                .A_i    (operator_1[0]),
                .B_i    (operator_2[0]),
                .C_i    (operator_3),
                .P_o    (CP[0]),
                .G_o    (CG[0]),
                .S_o    (answer[0])
            );
        genvar           i;
        generate
            for (i = 1;i < 8;i = i+1 ) begin
                One_bit_adder  u_adder
                    (
                        .A_i    (operator_1[i]),
                        .B_i    (operator_2[i]),
                        .C_i    (C_o[i - 1]),
                        .P_o    (CP[i]),
                        .G_o    (CG[i]),
                        .S_o    (answer[i])
                    );
            end
        endgenerate
        Eight_bit_carry_look_ahead_adder u_eight_bit_carry_look_ahead_adder
            (
                .C_i    (operator_3),
                .P_0    (CP[0]),
                .P_1    (CP[1]),
                .P_2    (CP[2]),
                .P_3    (CP[3]),
                .P_4    (CP[4]),
                .P_5    (CP[5]),
                .P_6    (CP[6]),
                .P_7    (CP[7]),
                .G_0    (CG[0]),
                .G_1    (CG[1]),
                .G_2    (CG[2]),
                .G_3    (CG[3]),
                .G_4    (CG[4]),
                .G_5    (CG[5]),
                .G_6    (CG[6]),
                .G_7    (CG[7]),
                .C_0    (C_o[0]),
                .C_1    (C_o[1]),
                .C_2    (C_o[2]),
                .C_3    (C_o[3]),
                .C_4    (C_o[4]),
                .C_5    (C_o[5]),
                .C_6    (C_o[6]),
                .C_7    (C_o[7]),
                .P_m    (P_m),
                .G_m    (G_m)
            );
endmodule  
`timescale 1ns/1ns
module  Eight_bit_carry_look_ahead_adder
    (
        input     C_i ,
        input     P_0,
        input     P_1 ,
        input     P_2 ,
        input     P_3 ,
        input     P_4 ,
        input     P_5 ,
        input     P_6 ,
        input     P_7 ,
        input     G_0 ,
        input     G_1 ,
        input     G_2 ,
        input     G_3 ,
        input     G_4 ,
        input     G_5 ,
        input     G_6 ,
        input     G_7 ,
        output    C_0 ,
        output    C_1 ,
        output    C_2 ,
        output    C_3 ,
        output    C_4 ,
        output    C_5 ,
        output    C_6 ,
        output    C_7 ,
        output    G_m ,
        output    P_m 
    );
        assign    C_0 = G_0 | (P_0 & C_i);
        assign    C_1 = G_1 | (P_1 & G_0) | (P_1 & P_0 & C_i);
        assign    C_2 = G_2 | (P_2 & G_1) | (P_2 & P_1 & G_0) | (P_2 & P_1 & P_0 & C_i);
        assign    C_3 = G_3 | (P_3 & G_2) | (P_3 & P_2 & G_1) | (P_3 & P_2 & P_1 & G_0) | (P_3 & P_2 & P_1 & P_0 & C_i);
        assign    C_4 = G_4 | (P_4 & G_3) | (P_4 & P_3 & G_2) | (P_4 & P_3 & P_2 & G_1) | (P_4 & P_3 & P_2 & P_1 & G_0) | (P_4 & P_3 & P_2 & P_1 & P_0 & C_i);
        assign    C_5 = G_5 | (P_5 & G_4) | (P_5 & P_4 & G_3) | (P_5 & P_4 & P_3 & G_2) | (P_5 & P_4 & P_3 & P_2 & G_1) | (P_5 & P_4 & P_3 & P_2 & P_1 & G_0) | (P_5 & P_4 & P_3 & P_2 & P_1 & P_0 & C_i);
        assign    C_6 = G_6 | (P_6 & G_5) | (P_6 & P_5 & G_4) | (P_6 & P_5 & P_4 & G_3) | (P_6 & P_5 & P_4 & P_3 & G_2) | (P_6 & P_5 & P_4 & P_3 & P_2 & G_1) | (P_6 & P_5 & P_4 & P_3 & P_2 & P_1 & G_0) | (P_6 & P_5 & P_4 & P_3 & P_2 & P_1 & P_0 & C_i);
        assign    C_7 = G_7 | (P_7 & G_6) | (P_7 & P_6 & G_5) | (P_7 & P_6 & P_5 & G_4) | (P_7 & P_6 & P_5 & P_4 & G_3) | (P_7 & P_6 & P_5 & P_4 & P_3 & G_2) | (P_7 & P_6 & P_5 & P_4 & P_3 & P_2 & G_1) | (P_7 & P_6 & P_5 & P_4 & P_3 & P_2 & P_1 & G_0) | (P_7 & P_6 & P_5 & P_4 & P_3 & P_2 & P_1 & P_0 & C_i);
        assign    G_m = G_7 | (P_7 & G_6) | (P_7 & P_6 & G_5) | (P_7 & P_6 & P_5 & G_4) | (P_7 & P_6 & P_5 & P_4 & G_3) | (P_7 & P_6 & P_5 & P_4 & P_3 & G_2) | (P_7 & P_6 & P_5 & P_4 & P_3 & P_2 & G_1) | (P_7 & P_6 & P_5 & P_4 & P_3 & P_2 & P_1 & G_0);
        assign    P_m = P_7 & P_6 & P_5 & P_4 & P_3 & P_2 & P_1 & P_0;
endmodule
module  Four_bit_carry_look_ahead_adder 
    (
        input     C_i ,
        input     P_0 ,
        input     P_1 ,
        input     P_2 ,
        input     P_3 ,
        input     G_0 ,
        input     G_1 ,
        input     G_2 ,
        input     G_3 ,
        output    C_0 ,
        output    C_1 ,
        output    C_2 ,
        output    C_3 
    );
        assign    C_0 = G_0 | (P_0 & C_i);
        assign    C_1 = G_1 | (P_1 & G_0) | (P_1 & P_0 & C_i);
        assign    C_2 = G_2 | (P_2 & G_1) | (P_2 & P_1 & G_0) | (P_2 & P_1 & P_0 & C_i);
        assign    C_3 = G_3 | (P_3 & G_2) | (P_3 & P_2 & G_1) | (P_3 & P_2 & P_1 & G_0) | (P_3 & P_2 & P_1 & P_0 & C_i);
endmodule  
`timescale 1ns/1ns
module  One_bit_adder
    (
        input     A_i,
        input     B_i,
        input     C_i,
        output    P_o,
        output    G_o,
        output    S_o
    );
        assign    S_o = A_i ^ B_i ^ C_i;
        assign    G_o = A_i & B_i;
        assign    P_o = A_i | B_i;
endmodule
`timescale 1ns/1ns
module  Thirty_two_bit_adder 
    (
        input [31:0]     operator_1,
        input [31:0]     operator_2,
        input            operator_3,
        output [31:0]    answer,
        output           C
    );
        wire             C_o[3:0];
        wire             P[3:0];
        wire             G[3:0];
        assign           C = C_o[3];
        Eight_bit_adder u_eight_bit_adder0
            (
                .operator_1    (operator_1[7:0]),
                .operator_2    (operator_2[7:0]),
                .operator_3    (operator_3),
                .answer        (answer[7:0]),
                .P_m           (P[0]),
                .G_m           (G[0])
            );
        genvar           i;
        generate
            for (i = 1;i < 4;i = i + 1) begin
                Eight_bit_adder u_eight_bit_adder
                    (
                        .operator_1    (operator_1[8 * i + 7 : 8 * i]),
                        .operator_2    (operator_2[8 * i + 7 : 8 * i]),
                        .operator_3    (C_o[i - 1]),
                        .answer        (answer[8 * i + 7 : 8 * i]),
                        .P_m           (P[i]),
                        .G_m           (G[i])
                    );
            end
        endgenerate
        Four_bit_carry_look_ahead_adder u_four_bit_carry_look_ahead_adder
            (
                .C_i    (operator_3),
                .P_0    (P[0]),
                .P_1    (P[1]),
                .P_2    (P[2]),
                .P_3    (P[3]),
                .G_0    (G[0]),
                .G_1    (G[1]),
                .G_2    (G[2]),
                .G_3    (G[3]),
                .C_0    (C_o[0]),
                .C_1    (C_o[1]),
                .C_2    (C_o[2]),
                .C_3    (C_o[3])
            );
endmodule  

===== ./run.sh =====
#!/bin/bash
# OpenROAD 26Q1-2900-gdf79404cd8, Yosys 0.63+post, stock flow scripts
make -C /OpenROAD-flow-scripts/flow DESIGN_CONFIG=/design/flow/config.mk WORK_HOME=/design/flow/orfs finish

==> ci_impl_report.md <==
## PnR job results

| Metric | Value |
|---|---|
| I/O Buffers | 68 |
| Internal power | 62.8 uW |
| Startpoint Class | primary input |
| Hold buffers post-CTS | 0 |
| N_diodes | 0 |
| Maximum VDD drop | 0.0000151 V |
| Dominant cell area share | 31.6% |
| Fin crit period | 10.24 ns |
| Share of cells above drive strength 1 | 3.85% |
| Row cnt | 35 |
| Ys Warns | 1 |
| Max transition margin | 51.4% |
| Switch Pwr | 62.7 uW |
| Dpl cell area | 3330 um^2 |
| RSZ-0062 raised after global routing | no |
| Chip area | 13900 um^2 |
| Critical path type | primary input to output port |
| Crit path DRT | 9.52 ns |
| DR pass1 iterations | 4 |
| Cells in synth_stat.txt | 350 |
| Setup TNS Final | 0 ns |
| Die Span Y | 118 um |
| Sequential share of power | 0% |
| Gate Count Post-Synth | 350 |
| First-pass GRT wire length | 11.5 mm |
| Final slew viol count | 0 |
| Min-Delay Startpoint | b_type[0] |
| Crit path max-delay family | AND-OR/OR-AND gates |
| Gr usage total | 9.64% |
| Cell area after layout | 3330 um^2 |
| Detailed Route Iter0 Violations | 90 |
| Die Wd | 118 um |
| CP max stage cell | or3_1 |
| Ports | 68 |
| Largest net degree at the start of global routing | 9 |
| CP Launch Point | reg_src_dat_2[10] |
| Synthesized area | 2490 um^2 |
| WL final | 6.86 mm |
| Flop count | 0 |
| Library cells used by synthesis | 56 |
| YS chip area | 2490 um^2 |
| DRC | 0 |
| Final Hold Vio Count | 0 |
| Floorplan Utilization | 26.9% |
| GP Congestion | 0.878 |
| Via density | 4.62 |
| Switching Share | 50.0% |
| Final setup vio count | 0 |
| Clock group share of total power | 0% |
| Vias | 2518 |
| Post-synthesis average cell area | 7.13 um^2 |
| Worst Hold Class | primary input to output port |
| Max Cap Viol | 0 |
| Synth area leaders | ha_1 (32%), inv_1 (12%), a21oi_1 (3.6%) |
| Critical path arrival | 7.86 ns |
| P_leak | 0.00160 uW |
| Clock buffers | 0 |
| Buffers & Inverters on Critical Path | 3 |
| Wire per inst | 12.6 um |
| Sequential Area | 0 um^2 |
| Status | completed |
| GRT overflow | 0 |
| Worst-path maximum fanout | 7 |
| Core area | 9280 um^2 |
| Power Density | 37.8 nW/um^2 |
| Detailed Place HPWL | 6.36 mm |
| Post-synthesis sequential area ratio | 0% |
| Setup bufs post-CTS | 0 |
| Post-DRT Antenna Nets | 0 |
| Initial antenna violation count | 0 |
| Worst slew pin tran | 0.722 ns |
| Crit path cell chain | clkdlybuf4s50_1 > inv_1 > ha_1 > nor3b_2 > nor3_4 > a2111oi_2 > or3_1 > o21ai_1 > nand2_1 > fa_1 > xor2_1 > a2111oi_0 > nand4_1 > a2111oi_0 > o2111ai_1 > nor3_1 > o2111ai_1 > a2111oi_2 > nand4_1 > or3_1 > a31oi_1 > clkdlybuf4s50_1 |
| Max Fclk | 97.7 MHz |
| Vias in the first global route | 2421 |
| Largest area contributor in the netlist | ha_1 |
| CP max stage delay | 0.49 ns |
| Combinational power share | 100.0% |
| Crit end category | output port |
| Layout area overhead | 33.3% |
| Tool warnings | 67 |
| Period utilisation layout | 86.0% |
| Post-CTS sizing | 0 |
-- synth_stat cells, types with 3 or more instances --
library cell,instances
o31ai_1,3
xnor2_1,6
inv_1,82
nand2b_1,7
nor2b_1,14
or3_1,4
o21ai_0,11
nand3_1,9
a2111oi_2,3
a211oi_1,5
nor2_1,23
fa_1,3
and3b_1,4
a2111oi_0,3
o21ai_1,4
nand4_1,3
xor2_1,3
o21bai_1,5
nand2_1,15
ha_1,63
o2111ai_1,5
nor3_1,11
a21oi_1,18
nor4_1,5
-- metal layers --
layer	track usage (%)	routed length (um)	up-vias
met5	0	0	-
met4	0	0	0
met3	0.438	256	0
met2	17.2	3330	56
met1	13.2	3270	1135
li1	-	-	1327
-- worst paths after layout --
path | to | slack, ns | cells past startpoint
worst max-delay path | branch_judge | 1.66 | 22
worst min-delay path | branch_judge | 5.70 | 4
-- layout by cell type, fill, tap and decap left out, types with 4 or more instances in the layout --
cell,n
nor3_1,11
o21ai_1,4
nor2_1,23
nand2_1,15
nor4_1,5
nand2b_1,7
and3b_1,4
o2111ai_1,5
nor2b_1,14
o21ai_0,11
inv_1,82
clkdlybuf4s50_1,68
or3_1,4
nand3_1,9
a21oi_1,18
o21bai_1,5
ha_1,63
xnor2_1,6
a211oi_1,5
-- power groups by stage --
stage / Sequential, uW / Clock (uW) / Combinational, uW
4_1_cts: 0 / 0 / 127
5_1_grt: 0 / 0 / 142
6_report: 0 / 0 / 126
-- layout make-up --
type               count  area (um^2)
inverters             82          308
fillers              986         5960
multi-input cells    266         2180
repair buffers        68          681
well taps            129          161
-- logic make-up (layout without fill, tap and decap cells) --
kind of cell	Yosys count	in the layout	synth area share (%)
AND/OR/NAND/NOR	110	110	25.6
adder cells (fa/ha/maj)	66	66	34.0
buffers and inverters	84	150	12.8
multiplexers	4	4	1.71
XOR/XNOR	9	9	3.16
AND-OR/OR-AND	77	77	22.8
-- metrics by stage --
stage               instances  hold slack [ns]  utilization (%)  total power (uW)  setup slack [ns]
floorplan                 350             4.85                -              79.0              3.15
global placement          545             5.71             35.8               125              1.80
detailed placement        545             5.72             35.8               126              1.62
CTS                       545             5.72             35.8               127              1.60
global route              545             5.76             35.8               142              1.09
finish                    545             5.70             35.8               126              1.66
No activity file was given, so power comes from the tool's default toggle rates.
