**config.mk**
```make
export PLATFORM = sky130hd
export DESIGN_NAME = ps2mouse_basemod
export DESIGN_NICKNAME = ps2mouse_basemod
export VERILOG_FILES = /design/flow/design.v
export SDC_FILE = /design/flow/constraint.sdc
export NUM_CORES = 4
export LEC_CHECK = 1
export CORE_UTILIZATION = 40
```
**constraint.sdc**
```tcl
current_design ps2mouse_basemod

set clk_period 3.8
set clk_io_pct 0.2

create_clock -name clk0 -period $clk_period [get_ports {CLOCK}]

set non_clock_inputs [all_inputs -no_clocks]
set_input_delay [expr $clk_period * $clk_io_pct] -clock clk0 $non_clock_inputs
set_output_delay [expr $clk_period * $clk_io_pct] -clock clk0 [all_outputs]
```
**design.v**
```verilog
`timescale 1ns / 1ps
module ps2_read_funcmod(
    input CLOCK, RESET,
    input PS2_CLK,PS2_DAT,
    input iEn,
    output oTrig,
    output [23:0]oData
    );  
    parameter FF_Read = 7'd32;  
    reg F2,F1; 
    always @ ( posedge CLOCK or negedge RESET )
        if( !RESET )
            { F2,F1 } <= 2'b11;
        else 
            { F2, F1 } <= { F1, PS2_CLK };
    wire isH2L = ( F2 == 1'b1 && F1 == 1'b0 ); 
    reg [23:0]D1;
    reg [7:0]T;
    reg [6:0]i,Go;
    reg isDone;
    always @ ( posedge CLOCK or negedge RESET )
        if( !RESET ) begin  
            D1 <= 24'd0;
            T <= 8'd0;
            { i,Go } <= { 7'd0,7'd0 };
            isDone <= 1'b0;
        end
        else if( iEn )  
        case( i )             
            0:  
                begin i <= FF_Read; Go <= i + 1'b1; end
            1:  
                begin D1[7:0] <= T; i <= i + 1'b1; end
            2:  
                begin i <= FF_Read; Go <= i + 1'b1; end
            3:  
                begin D1[15:8] <= T; i <= i + 1'b1; end
            4:  
                begin i <= FF_Read; Go <= i + 1'b1; end
            5:  
                begin D1[23:16] <= T; i <= i + 1'b1; end
            6:
                begin isDone <= 1'b1; i <= i + 1'b1; end
            7:
                begin isDone <= 1'b0; i <= 7'd0; end                       
            32:  
                if( isH2L ) i <= i + 1'b1; 
            33,34,35,36,37,38,39,40:   
                if( isH2L ) begin T[i-33] <= PS2_DAT; i <= i + 1'b1;  end
            41:  
                if( isH2L ) i <= i + 1'b1;
            42:  
                if( isH2L ) i <= Go;
        endcase
    assign oTrig = isDone;
    assign oData = D1;
endmodule
`timescale 1ns / 1ps
module ps2mouse_basemod(
    input CLOCK, RESET,       
    inout PS2_CLK, PS2_DAT,   
    output oTrig,
    output [15:0] Xpos,  
    output [15:0] Ypos,  
    output [7:0] key_down  
    );
    reg [15:0] Xpos_reg;
    reg [15:0] Ypos_reg;
    wire [15:0] Xpos_add;
    wire [15:0] Ypos_add;
    wire EnU1;
    wire [23:0] oData;
    ps2_init_funcmod U1
    (
    .CLOCK( CLOCK ),
    .RESET( RESET ),
    .PS2_CLK( PS2_CLK ),  
    .PS2_DAT( PS2_DAT ),  
    .oEn( EnU1 )  
    );
    ps2_read_funcmod U2
    (
    .CLOCK( CLOCK ),
    .RESET( RESET ),
    .PS2_CLK( PS2_CLK ),  
    .PS2_DAT( PS2_DAT ),  
    .iEn( EnU1 ),        
    .oTrig( oTrig ),     
    .oData( oData )    
    );
    always @(posedge CLOCK) begin
        if (RESET == 'd0) begin
            Xpos_reg <= 'd0;
            Ypos_reg <= 'd0; 
        end
        else if(oTrig)
        begin
        Xpos_reg <= Xpos_reg + Xpos_add;
        Ypos_reg <= Ypos_reg + Ypos_add;
        end
        else begin
            Xpos_reg <= Xpos_reg;
            Ypos_reg <= Ypos_reg;
        end
    end
    assign Xpos_add = {{8{oData[4]}},oData[15:8]};   
    assign Ypos_add = ~{{8{(oData[5])}},oData[23:16]};  
    assign key_down =  {7'b0000000,oData[0]};
    assign Xpos = Xpos_reg;
    assign Ypos = Ypos_reg;
endmodule
`timescale 1ns / 1ps
module ps2_init_funcmod(
    input CLOCK, RESET,
    inout PS2_CLK, 
    inout PS2_DAT,
    output oEn
    );  
    parameter T100US = 13'd5000;  
    parameter FF_Write = 7'd32;   
    reg F2,F1; 
    always @ ( posedge CLOCK or negedge RESET )
        if( !RESET )
            { F2,F1 } <= 2'b11;
        else 
            { F2, F1 } <= { F1, PS2_CLK };
    wire isH2L = ( F2 == 1'b1 && F1 == 1'b0 ); 
    reg [8:0]T;
    reg [6:0]i,Go;
    reg [12:0]C1;
    reg rCLK,rDAT;
    reg isQ1,isQ2,isEn;    
    always @ ( posedge CLOCK or negedge RESET )
        if( !RESET ) begin  
            T <= 9'd0;
            C1 <= 13'd0;
            { i,Go } <= { 7'd0,7'd0 };
            { rCLK,rDAT } <= 2'b11;
            { isQ1,isQ2,isEn } <= 3'b000;
        end
        else case( i )                   
            0:  
                begin T <= { 1'b0, 8'hF4 }; i <= FF_Write; Go <= i + 1'b1; end 
            1:
                isEn <= 1'b1;                       
            32:  
                if( C1 == T100US -1 ) begin C1 <= 13'd0; i <= i + 1'b1; end
                else begin isQ1 = 1'b1; rCLK <= 1'b0; C1 <= C1 + 1'b1; end
            33:  
                begin isQ1 <= 1'b0; rCLK <= 1'b1; isQ2 <= 1'b1; i <= i + 1'b1; end
            34:  
                begin rDAT <= 1'b0; i <= i + 1'b1; end
            35,36,37,38,39,40,41,42,43:   
                if( isH2L ) begin rDAT <= T[ i-35 ]; i <= i + 1'b1; end
            44:  
                if( isH2L ) begin rDAT <= 1'b1; i <= i + 1'b1; end
            45:  
                if( isH2L ) begin i <= i + 1'b1; end
            46:  
                begin isQ2 <= 1'b0; i <= i + 1'b1; end
            47,48,49,50,51,52,53,54,55,56,57:  
                if( isH2L ) i <= i + 1'b1;
            58:  
                i <= Go;            
        endcase
    assign PS2_CLK = isQ1 ? rCLK : 1'bz;
    assign PS2_DAT = isQ2 ? rDAT : 1'bz;
    assign oEn = isEn;
endmodule
```
**run.sh**
```bash
#!/bin/bash
# OpenROAD 26Q1-2900-gdf79404cd8, Yosys 0.63+post, stock flow scripts
make -C /OpenROAD-flow-scripts/flow DESIGN_CONFIG=/design/flow/config.mk WORK_HOME=/design/flow/orfs finish
```
==> out/metrics.csv <==
metric;value;unit
run status;stopped before the end;
halt point of the flow;4_1_cts;
run-stopping error;[error] [KeplerFormal.cpp:679] Workflow failed: Iso has multiple drivers: .PS2_CLK0, PS2_CLK$_DFFE_PN1P_.Q0;
count of synthesis-stage warnings from yosys;5;
Die X-Extent;135.4;µm
# hold bufs at CTS;0;
area share of the largest cell type after synthesis;24.95;%
number of placed instances, taps included;1006;
number of synthesized register bits;107;
weighted congestion at the end of routability-driven global placement;0.9512;
largest cells by area after synthesis;dfrtp_1 (25%), dfxtp_1 (9.0%), ha_1 (8.8%);
combined area of all synthesized cells;7122;µm²
Distinct cells, synth;88;
buffer type at the clock tree root;clkbuf_16;
Die Height;135.4;µm
share of flip-flops with an asynchronous set or reset;70.09;%
setup fix buffers added after clock tree synthesis;0;
num rows;48;
number of enable flip-flop cells;0;
Avg Synthesized Cell Area;9.273;µm²
main flop type;dfrtp_1;
Core Util at FP;41.03;%
number of port buffers;35;
H-tree depth reported by CTS;3;
clock sink count;107;
TritonCTS Buffers;9;
post-synth area from yosys stat;7122;µm²
count of instantiated cells in the yosys netlist;768;
library cell occupying the most area in the post-synthesis netlist;dfrtp_1;
sequential area share after synthesis;35.42;%
synthesized instance count;768;
HPWL reported at the end of detailed placement;11330;µm
CTS max path bufs;2;
post-cts sizing count;0;
I/O pins;45;
stage by stage:
| step | setup slack, ns | area, µm² | utilization [%] | hold WS (ns) |
|---|---|---|---|---|
| 3_5_place_dp | 0.1534 | 7635 | 43.99 | 0.3579 |
| 2_1_floorplan | 0.1704 | 7144 | - | 0.3512 |
| 3_3_place_gp | 0.2486 | 7635 | 43.99 | 0.3569 |
synth_stat cells, types with 5 or more instances:
library cell	n
buf_4	10
a21o_1	13
nor2_1	31
dfrtp_1	71
mux2_1	8
xor2_1	12
mux2i_1	12
clkbuf_1	18
nand2_1	59
ha_1	50
a31oi_1	9
o21ai_0	54
dfxtp_1	32
and3_1	16
buf_2	5
a21oi_1	42
mux2_2	23
nor3_1	18
nand2b_1	15
or3_1	7
inv_1	28
or2_2	7
nand3_1	32
xnor2_1	23
o211ai_1	7
nand4_1	12
nand3b_1	5
and2_1	8
a22o_1	6
nor2b_1	23
cells by family after synthesis:
group                      Yosys count  synth area share (%)
and+or+nand+nor                    268                 21.17
other                                1               0.05266
DFF                                107                 35.42
xor gates and xnor gates            37                 4.761
muxes                               44                 6.905
buffers and inverters               68                 4.638
adders and majority gates           52                 9.346
AOI/OAI and AO/OA                  191                 17.71
