`design/flow/run.sh`:
```
#!/bin/bash
# OpenROAD 26Q1-2900-gdf79404cd8, Yosys 0.63+post, stock flow scripts
make -C /OpenROAD-flow-scripts/flow DESIGN_CONFIG=/design/flow/config.mk WORK_HOME=/design/flow/orfs finish
```
`design/flow/config.mk`:
```
export PLATFORM = sky130hd
export DESIGN_NAME = Converter_o
export DESIGN_NICKNAME = Converter_o
export VERILOG_FILES = /design/flow/design.v
export SDC_FILE = /design/flow/constraint.sdc
export NUM_CORES = 4
export LEC_CHECK = 1
export CORE_AREA = 10 10 206 206
export DIE_AREA = 0 0 216 216
```
`design/flow/design.v`:
```
`timescale 1ns/1ns
module Converter_o  
    (
        input                operator_1,
        input                operator_2,
        input [4:0]          opcode,
        input [31:0]         adder_o,
        input [63:0]         multiplier_o,
        input [31:0]         divider_q_o, 
        input [31:0]         divider_r_o, 
        input [31:0]         and_o,
        input [31:0]         or_o,
        input [31:0]         xor_o,
        input [31:0]         nor_o,
        input [31:0]         l_shifter_o,
        input [31:0]         r_shifter_o,
        input [31:0]         r_a_shifter_o,
        output reg [31:0]    ALU_o
    );
        wire [63:0]          temp_operator;
        assign               temp_operator = ~multiplier_o + 1;
        always @(*) begin
            case (opcode)
                5'b00000: begin
                    ALU_o = adder_o;
                end
                5'b00001: begin
                    ALU_o = adder_o;
                end
                5'b00010: begin
                    if(operator_1 ^ operator_2)begin
                        ALU_o = temp_operator[31:0];
                    end
                    else begin
                        ALU_o = multiplier_o[31:0];
                    end
                end
                5'b00011: begin
                    if(operator_1 ^ operator_2)begin
                        ALU_o = temp_operator[63:32];
                    end
                    else begin
                        ALU_o = multiplier_o[63:32];
                    end
                end
                5'b00100: begin
                    if(operator_1)begin
                        ALU_o = temp_operator[63:32];
                    end
                    else begin
                        ALU_o = multiplier_o[63:32];
                    end
                end
                5'b00101: begin
                    ALU_o = multiplier_o[63:32];
                end
                5'b00110: begin
                    if(operator_1 ^ operator_2)begin
                        ALU_o = ~divider_q_o + 1;
                    end
                    else begin
                        ALU_o = divider_q_o;
                    end
                end
                5'b00111: begin
                    ALU_o = divider_q_o;
                end
                5'b01000: begin
                    ALU_o = divider_r_o;
                end
                5'b01001: begin
                    ALU_o = divider_r_o;
                end
                5'b01010: begin
                    ALU_o = and_o;
                end
                5'b01011: begin
                    ALU_o = or_o;
                end
                5'b01100: begin
                    ALU_o = xor_o;
                end
                5'b01101: begin
                    ALU_o = nor_o;
                end
                5'b01110: begin
                    ALU_o = l_shifter_o;
                end
                5'b01111: begin
                    ALU_o = r_shifter_o;
                end
                5'b10000: begin
                    ALU_o = r_a_shifter_o;
                end
                5'b10001: begin
                    case ({operator_1,operator_2})
                        2'b00: begin
                            if((adder_o[31])) begin
                                ALU_o = 32'b0;
                            end
                            else begin
                                ALU_o = 32'hffffffff;
                            end
                        end
                        2'b10: begin
                            ALU_o = 32'h00000000;
                        end
                        2'b01: begin
                            ALU_o = 32'hffffffff;
                        end
                        2'b11: begin
                            if((adder_o[31])) begin
                                ALU_o = 32'b0;
                            end
                            else begin
                                ALU_o = 32'hffffffff;
                            end
                        end
                        default: begin
                            ALU_o = 32'b0;
                        end
                    endcase
                end
                5'b10010: begin
                    if((adder_o[31])) begin
                                ALU_o = 32'b0;
                            end
                            else begin
                                ALU_o = 32'hffffffff;
                            end
                end
                default: begin
                            ALU_o = 32'b0;
                        end
            endcase
        end
endmodule  
```
`design/flow/constraint.sdc`:
```
current_design Converter_o

set clk_period 16.6
set clk_io_pct 0.2

create_clock -name clk0 -period $clk_period

set non_clock_inputs [all_inputs -no_clocks]
set_input_delay [expr $clk_period * $clk_io_pct] -clock clk0 $non_clock_inputs
set_output_delay [expr $clk_period * $clk_io_pct] -clock clk0 [all_outputs]
```
==> Table 3: Implementation characteristics <==
Characteristics after synthesis and place and route

Parameter                              Value

Placed design
  Buffers added on ports .................. 423
  Final weighted congestion of routability-driven global placement .................. 1.009
  Half-perimeter wire length after detailed placement .................. 43450 um
  Pre-CTS WS .................. 5.915 ns

Global route
  Global-route wire length before repair .................. 71330 um
  M1 GR Usage .................. 26.98%
  Highest-utilization routing layer at the global route stage .................. met2
  Met2 layer usage reported by global route .................. 36.82%
  Initial antenna violation count .................. 8
  Vias in the first global route .................. 9109
  Global-route track usage on met3 .................. 4.798%
  Total routing resource utilization after global routing .................. 21.19%
  Grt ovf .................. 0
  Maximum number of pins on one net before global-route repair .................. 62

Timing
  Number of slew-limit violations in the final report .................. 0
  Summed negative setup slack over all endpoints .................. 0 ns
  Post-layout period usage of the worst path .................. 65.20%
  Transition time at the pin with the least slew margin .................. 1.029 ns
  Fmax achieved .................. 0.09240 GHz
  Shortest clock period the worst path allows after layout .................. 10.82 ns
  Worst slew margin relative to its limit .................. 31.26%
  Final number of hold-violating endpoints .................. 0
  Final-report setup violation count .................. 0
  Final WS setup .................. 5.777 ns
  Unrepaired setup endpoints after global routing .................. no

Finish
  Storage element area .................. 0 um2
  Layout cells sized above 1 .................. 4.209%
  Number of sequential cells in the layout .................. 0
  P&R area growth vs syn .................. 88.69%
  Clkbuf count .................. 0
  Most frequent cells in the layout .................. sky130_fd_sc_hd__clkdlybuf4s50_1, sky130_fd_sc_hd__nor2_1, sky130_fd_sc_hd__a22oi_1, sky130_fd_sc_hd__nor3_1, sky130_fd_sc_hd__a222oi_1
  Dominant logic cell type in the layout .................. sky130_fd_sc_hd__clkdlybuf4s50_1

Setup path
  Sequence of cells on the critical path .................. clkdlybuf4s50_1 -> inv_1 -> ha_2 -> clkinv_1 -> a31oi_1 -> or2_2 -> a211oi_1 -> a41o_1 -> or4_1 -> clkdlybuf4s50_1
  Kind of cell adding the most delay to the critical path .................. buffers and inverters
  Nature of the critical path endpoint .................. primary output
  WS Path Type .................. in -> out
  Max incr delay on CP .................. 0.62 ns
  Cell seen most often among critical-path stages .................. sky130_fd_sc_hd__clkdlybuf4s50_1
  Data arrival time of the worst path .................. 7.50 ns
  Maximum fanout count along the critical path .................. 22
  Type of element launching the critical path .................. input pin
  Worst endpoint required time .................. 13.28 ns
  Buffer and inverter count on the worst path .................. 4
  Critical Path Slowest Stage Cell .................. sky130_fd_sc_hd__or4_1

Detailed routing
  Final wirelength .................. 51830 um
  Routed WL per cell .................. 30.42 um
  Total via count in the routed design .................. 9271
  Vias per Instance .................. 5.441
  Drt pass-1 iters .................. 10
  Antenna Violating Nets Remaining .................. 0
  DRC violation count after routing .................. 0
  DRT iter0 DRCs .................. 1102

Pwr
  Part of the power in the clock network .................. 0%
  Flop pwr share .................. 0%
  Peak supply drop .................. 0.00001309 V
  Overall power consumption .................. 256.4 uW
  Cell-internal power .................. 141.5 uW
  Psw .................. 115.0 uW
  Areal power density over the cells .................. 25.12 nW/um2
  Part of the total power dissipated in combinational logic .................. 100.0%
  Static leakage power .................. 3.446 nW
  Switching part of the total power .................. 44.84%

Synthesis
  Number of warnings printed during yosys synthesis .................. 1
  Part of the Yosys area used for sequential elements .................. 0%
  Number of distinct library cell variants in the gate-level netlist after synthesis .................. 74
  Synthesized instance count .................. 816
  Mapped Avg Cell Area .................. 6.630 um2
  Chip Area, Yosys .................. 5410 um2
  Mapped Area .................. 5410 um2
  Yosys stat cell total .................. 816

Clocking
  Post-CTS setup repair buffer count .................. 0
  Post-cts gate resize count .................. 0
  CTS Hold Buffers Added .................. 0

Flow run
  Max-Cap Viols .................. 0
  Tool Warnings .................. 33

Die
  Cell Rows .................. 71
  Core outline area .................. 37760 um2
  I/O pins .................. 423
  Starting Density .................. 14.33%
  Overall die width .................. 216 um
  DIE HEIGHT .................. 216 um
  Die area .................. 46660 um2

Status
  Run status .................. completed

Min path
  Worst min path class .................. in -> out
final timing paths:
check / slack, ns / depth (start not counted) / endpoint / startpoint
min: 7.80 / 4 / ALU_o[27] / multiplier_o[27]
max: 5.78 / 10 / ALU_o[17] / operator_1
synthesized netlist by cell type (14+ instances only):
cell / instances / area [um2]
sky130_fd_sc_hd__nor2_1: 66 / 247.7
sky130_fd_sc_hd__nand4_1: 31 / 193.9
sky130_fd_sc_hd__a22oi_1: 56 / 420.4
sky130_fd_sc_hd__nor3_1: 40 / 200.2
sky130_fd_sc_hd__xnor2_1: 32 / 280.3
sky130_fd_sc_hd__o211ai_1: 15 / 112.6
sky130_fd_sc_hd__xor2_1: 20 / 175.2
sky130_fd_sc_hd__a21oi_1: 33 / 165.2
sky130_fd_sc_hd__o21ai_0: 25 / 125.1
sky130_fd_sc_hd__a222oi_1: 35 / 350.3
sky130_fd_sc_hd__nor4_1: 26 / 162.7
sky130_fd_sc_hd__a31oi_1: 26 / 162.7
sky130_fd_sc_hd__inv_1: 17 / 63.81
sky130_fd_sc_hd__nand3_1: 32 / 160.2
sky130_fd_sc_hd__or4_1: 14 / 105.1
sky130_fd_sc_hd__a22o_1: 15 / 131.4
sky130_fd_sc_hd__clkbuf_1: 55 / 206.5
sky130_fd_sc_hd__and3_1: 26 / 162.7
sky130_fd_sc_hd__nand2_1: 26 / 97.59
sky130_fd_sc_hd__and2_1: 16 / 100.1
sky130_fd_sc_hd__mux2i_1: 19 / 190.2
cell type report:
type	instances	area (um2)
Fill cell	4140	27550
Inverter	18	67.56
Multi-Input combinational cell	724	5082
Tap cell	511	639.4
Timing Repair Buffer	446	4407
Antenna cell	5	12.51
through the flow:
stage	cells	util (%)	cell area [um2]	hold slack [ns]
5_1_grt	1703	27.03	10210	7.850
2_1_floorplan	816	-	5410	6.694
3_5_place_dp	1699	27.01	10200	7.812
6_report	1704	27.04	10210	7.802
3_3_place_gp	1699	27.01	10200	7.807
4_1_cts	1699	27.01	10200	7.810
per-layer routing:
layer  wire length [um]  vias up
met2              25890      578
li1                   -     4155
met1              20590     4497
met3               4762       35
met4                546        6
met5                 37        -
cell families after synthesis:
kind of cell / count (synthesis) / synth area share [%]
simple gates: 338 / 36.40
mux: 24 / 4.556
xor+xnor: 52 / 8.418
compound gates: 306 / 42.99
buf+inv: 92 / 6.707
fa+ha+maj: 4 / 0.9251
power groups by stage:
stage	combinational (mW)	clock (mW)	sequential, mW
after CTS	0.258	0	0
after global routing	0.271	0.0000000323	0
final	0.256	0.0000000405	0
Power figures rest on the tool's default switching activity, not on a simulated workload.
