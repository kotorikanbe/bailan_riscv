--- run.sh ---
#!/bin/bash
# OpenROAD 26Q1-2900-gdf79404cd8, Yosys 0.63+post, stock flow scripts
make -C /OpenROAD-flow-scripts/flow DESIGN_CONFIG=/design/flow/config.mk WORK_HOME=/design/flow/orfs finish
--- config.mk ---
export PLATFORM = sky130hd
export DESIGN_NAME = Registers
export DESIGN_NICKNAME = Registers
export VERILOG_FILES = /design/flow/design.v
export SDC_FILE = /design/flow/constraint.sdc
export NUM_CORES = 4
export LEC_CHECK = 1
export CORE_UTILIZATION = 30
--- constraint.sdc ---
current_design Registers

set clk_period 5.4
set clk_io_pct 0.2

create_clock -name clk0 -period $clk_period [get_ports {clk}]

set non_clock_inputs [all_inputs -no_clocks]
set_input_delay [expr $clk_period * $clk_io_pct] -clock clk0 $non_clock_inputs
set_output_delay [expr $clk_period * $clk_io_pct] -clock clk0 [all_outputs]
--- design.v ---
`timescale 1ns/1ns
module  Registers 
    (   
        input           clk,
        input           rst_n,
        input [4:0]     reg_src_1_i,  
        input [4:0]     reg_src_2_i,  
        input [4:0]     reg_des_i,  
        input [31:0]    reg_des_dat_i,  
        input           wr_en,  
        output [31:0]   reg_src_1_dat_o,  
        output [31:0]   reg_src_2_dat_o  
    );
        reg [31:0] registers[31:0];  
        integer i;
        assign     reg_src_1_dat_o = registers[reg_src_1_i];
        assign     reg_src_2_dat_o = registers[reg_src_2_i];
        always @(posedge clk or negedge rst_n) begin
            if(rst_n == 0)  
                for(i=0;i<32;i=i+1)     
                    registers[i]<=0;
            else if(wr_en == 1 && reg_des_i)    
                registers[reg_des_i] = reg_des_dat_i;
        end
endmodule
==> metrics.txt <==
# HELP chip_impl_metric Yosys and OpenROAD flow results
# TYPE chip_impl_metric gauge
chip_impl_metric{name="core_region_area",unit="sq um"} 179000
chip_impl_metric{name="grt_start_max_net_pins",unit=""} 119
chip_impl_metric{name="ratio_of_cells_with_drive_above_1_in_the_final_layout",unit="%"} 31.8
chip_impl_metric{name="cts_h_tree_lvls",unit=""} 3
chip_impl_info{name="violations",value="setup timing"} 1
chip_impl_metric{name="dp_cells",unit=""} 7453
chip_impl_info{name="grt_setup_unrepaired",value="no"} 1
chip_impl_metric{name="first_pass_grt_wire_length",unit="mm"} 390
chip_impl_metric{name="timing.critical_path.required",unit="ps"} 4320
chip_impl_info{name="registers.top_by_ff_count",value="registers"} 1
chip_impl_metric{name="synth.yosys.warnings",unit=""} 2
chip_impl_metric{name="power.static_leakage",unit="nW"} 27.3
chip_impl_metric{name="grt_util_all_layers",unit="%"} 30.9
chip_impl_metric{name="max-cap-violations",unit=""} 0
chip_impl_info{name="cpMaxStageDelayCell",value="sky130_fd_sc_hd__buf_2"} 1
chip_impl_metric{name="fmaxAchievable",unit="MHz"} 184
chip_impl_metric{name="vdd.ir_drop.worst",unit="mV"} 0.292
chip_impl_info{name="worstHoldPathType",value="input pin to asynchronous set/reset pin"} 1
chip_impl_metric{name="switchingPower",unit="mW"} 6.72
chip_impl_metric{name="fin_total_pwr",unit="mW"} 22.6
chip_impl_metric{name="i_o_pin_cnt",unit=""} 114
chip_impl_metric{name="core.rowCount",unit=""} 155
chip_impl_info{name="path_cells",value="buf_2 -> and3b_4 -> buf_12 -> buf_12 -> nand3_1 -> nand4_1 -> nor4_1 -> a21oi_1 -> buf_4 -> clkdlybuf4s50_1"} 1
chip_impl_metric{name="maxSlewHeadroom",unit="%"} 34.2
chip_impl_metric{name="synth_largest_type_area_fraction",unit="%"} 47.1
chip_impl_metric{name="p_int",unit="mW"} 15.9
chip_impl_metric{name="synthCells",unit=""} 5224
chip_impl_metric{name="slew_viol_final",unit=""} 0
chip_impl_metric{name="regArea",unit="sq um"} 25600
chip_impl_metric{name="post_route_skew",unit="ps"} 0
chip_impl_metric{name="ys_cells",unit=""} 5224
chip_impl_metric{name="routed_wirelength",unit="mm"} 280
chip_impl_metric{name="vias_per_cell",unit=""} 6.58
chip_impl_metric{name="detailedPlacementHpwl",unit="mm"} 173
chip_impl_metric{name="cts.sink_count",unit=""} 1024
chip_impl_info{name="post-synth-top-area-cell",value="sky130_fd_sc_hd__dfrtp_1"} 1
chip_impl_info{name="clk_root_buffer_cell",value="sky130_fd_sc_hd__clkbuf_16"} 1
chip_impl_metric{name="syn_area_per_cell",unit="sq um"} 10.4
chip_impl_metric{name="fin_worst_hold_slack",unit="ps"} 296
chip_impl_metric{name="timing.final.ws_setup",unit="ps"} -46.6
chip_impl_metric{name="final_core_utilization",unit="%"} 35.9
chip_impl_info{name="timing.setup.critical_path_class",value="input pin to primary output"} 1
chip_impl_metric{name="floorplan.initialDensity",unit="%"} 30.4
chip_impl_metric{name="clock_tree.buffer_depth",unit=""} 3
chip_impl_metric{name="die_height",unit="microns"} 428
chip_impl_metric{name="fin_crit",unit="ps"} 5450
chip_impl_metric{name="cts_buf_count",unit=""} 114
chip_impl_metric{name="largest_register_ff_count",unit=""} 1024
chip_impl_metric{name="post_cts_hold_buffers",unit=""} 0
chip_impl_info{name="r2r_start",value="registers[19][26]"} 1
chip_impl_metric{name="dieArea",unit="sq um"} 183000
chip_impl_metric{name="drtPass1Iterations",unit=""} 9
chip_impl_info{name="ys_dominant_reg_cell",value="sky130_fd_sc_hd__dfrtp_1"} 1
chip_impl_info{name="setup.worst_path.start_class",value="input pin"} 1
chip_impl_metric{name="detail-route-antenna-nets",unit=""} 0
chip_impl_metric{name="stage_log_warnings",unit=""} 38
chip_impl_metric{name="yosysChipArea",unit="sq um"} 54400
chip_impl_metric{name="die_w",unit="microns"} 428
chip_impl_metric{name="post_cts_clock_slew_at_the_launch_and_capture_registers_of_the_worst_setup_and_hold_paths",unit="ps"} 60
chip_impl_info{name="ys_top_cells_by_area",value="sky130_fd_sc_hd__dfrtp_1 (47%), sky130_fd_sc_hd__mux2_2 (21%), sky130_fd_sc_hd__nand3_1 (12%)"} 1
chip_impl_metric{name="io_buffers",unit=""} 113
chip_impl_metric{name="layout.area.comb",unit="sq um"} 26700
chip_impl_metric{name="seqPwrFrac",unit="%"} 46.4
chip_impl_metric{name="timing.critical_path.arrival",unit="ps"} 4370
chip_impl_metric{name="gpl.final_weighted_congestion",unit=""} 1.04
chip_impl_info{name="cts_tree",value="done"} 1
chip_impl_metric{name="worst_pin_slew",unit="ps"} 976
chip_impl_info{name="timing.critical_path.from",value="reg_src_2_i[1]"} 1
chip_impl_info{name="layout_top_cell",value="sky130_fd_sc_hd__nand3_1"} 1
chip_impl_metric{name="detailedPlace.worstSlack",unit="ps"} 59.1
chip_impl_metric{name="sequential_fraction_of_the_synthesis_area",unit="%"} 47.1
chip_impl_metric{name="timing_hold_violations_final",unit=""} 0
chip_impl_info{name="largest_registers_in_the_final_layout",value="registers x1024"} 1
chip_impl_metric{name="synth_flops",unit=""} 1024
chip_impl_metric{name="fillers",unit=""} 17500
chip_impl_metric{name="final_cells",unit=""} 7680
chip_impl_metric{name="p_clk_share",unit="%"} 37.3
chip_impl_metric{name="number_of_antenna_violations_at_the_first_check_in_global_routing",unit=""} 12
chip_impl_metric{name="area_growth_syn_to_layout",unit="%"} 18.2
chip_impl_metric{name="setup-violations-final",unit=""} 1
chip_impl_metric{name="power_density",unit="nW/um^2"} 352
chip_impl_metric{name="worst-r2r-setup-slack",unit="ps"} 4470
chip_impl_metric{name="rr_worst_depth",unit=""} 1
chip_impl_info{name="layout_top_cells",value="sky130_fd_sc_hd__nand3_1 (1316), sky130_fd_sc_hd__dfrtp_1 (1024), sky130_fd_sc_hd__mux2_2 (1011)"} 1
chip_impl_metric{name="synth.distinct_cells",unit=""} 67
chip_impl_metric{name="async_flop_share",unit="%"} 100
chip_impl_metric{name="avgRoutedWirePerCell",unit="microns"} 36.4
chip_impl_info{name="outcome",value="finished with violations"} 1
chip_impl_info{name="endpoint_kind",value="primary output"} 1
chip_impl_metric{name="detailedRoute.firstIterationViolations",unit=""} 6776
chip_impl_metric{name="synth-edff-count",unit=""} 0
chip_impl_metric{name="worst_skew_pair_latency",unit="ps"} 760
chip_impl_metric{name="max_stage_delay",unit="ps"} 560
chip_impl_metric{name="grt_overflow",unit=""} 0
chip_impl_metric{name="post_synthesis_instance_area",unit="sq um"} 54400
chip_impl_metric{name="comb_power_share",unit="%"} 16.2
chip_impl_info{name="crit_reg_reg_endpoint",value="registers[19][26]"} 1
chip_impl_metric{name="power.share.switching",unit="%"} 29.7
chip_impl_metric{name="post_cts.repair.setup_buffers",unit=""} 0
chip_impl_metric{name="path_max_fanout",unit=""} 35
chip_impl_info{name="worst_setup_path_endpoint",value="reg_src_2_dat_o[31]"} 1
chip_impl_metric{name="drc_viols",unit=""} 0
chip_impl_metric{name="finalClockPeriodUsage",unit="%"} 101
chip_impl_metric{name="grt_pass1_vias",unit=""} 49100
chip_impl_metric{name="detailroute.via_count",unit=""} 50500
chip_impl_info{name="crit_top_cell",value="sky130_fd_sc_hd__buf_12"} 1
[critical path: cells and delay by family]
| family | cells | cell delay (ps) |
|---|---|---|
| buffers and inverters | 5 | 1800 |
| AND-OR/OR-AND | 1 | 460 |
| AND/OR/NAND/NOR | 4 | 860 |
[through the flow]
step | setup TNS, ps | cell area [sq um]
4_1_cts | 0 | 64200
3_3_place_gp | 0 | 60200
6_report | -46.6 | 64300
5_1_grt | 0 | 64300
3_5_place_dp | 0 | 60200
2_1_floorplan | 0 | 54400
[final cells by class]
class | instances | area share, %
multi-input cells | 3574 | 41.5
flip-flops and latches | 1024 | 39.9
repair buffers | 492 | 7.68
clock buffers | 165 | 5.20
well taps | 2355 | 4.58
clock inverters | 44 | 1.09
diodes | 18 | 0.0701
inverters | 8 | 0.0467
[power groups by stage]
stage | Sequential [mW] | Combinational (mW) | Clock, mW
CTS | 10.4 | 3.61 | 8.50
global route | 10.7 | 3.86 | 8.79
finish | 10.5 | 3.67 | 8.45
[worst min path at each step]
stage | start | cells past startpoint | endpoint | slack [ps]
final | rst_n | 1 | registers[20][23] | 300
after global routing | rst_n | 1 | registers[21][23] | 360
after CTS | rst_n | 1 | registers[3][30] | 340
[per-layer routing]
metal | vias up | share of wire (%) | global-route usage (%)
met5 | - | 0.064 | 0.755
li1 | 19700 | - | -
met4 | 8 | 8.8 | 20.6
met2 | 4256 | 41 | 42.3
met1 | 25200 | 36 | 38.3
met3 | 1314 | 15 | 15.6
[cell families after synthesis]
kind of cell | synth area share [%]
buf+inv | 4.68
simple gates | 21.1
compound gates | 5.59
flops | 47.1
mux | 21.5
[cell usage after synthesis, types with 8 or more instances]
| master | number |
|---|---|
| sky130_fd_sc_hd__and3_1 | 94 |
| sky130_fd_sc_hd__a22oi_1 | 152 |
| sky130_fd_sc_hd__or3_1 | 8 |
| sky130_fd_sc_hd__o32a_1 | 23 |
| sky130_fd_sc_hd__nand3b_1 | 16 |
| sky130_fd_sc_hd__mux2i_1 | 28 |
| sky130_fd_sc_hd__a32oi_1 | 10 |
| sky130_fd_sc_hd__a31oi_1 | 19 |
| sky130_fd_sc_hd__nor2b_1 | 17 |
| sky130_fd_sc_hd__dfrtp_1 | 1024 |
| sky130_fd_sc_hd__nor3b_1 | 9 |
| sky130_fd_sc_hd__mux2_2 | 1011 |
| sky130_fd_sc_hd__a222oi_1 | 15 |
| sky130_fd_sc_hd__clkbuf_1 | 424 |
| sky130_fd_sc_hd__a21oi_1 | 44 |
| sky130_fd_sc_hd__buf_2 | 89 |
| sky130_fd_sc_hd__or4_1 | 21 |
| sky130_fd_sc_hd__nor2_1 | 92 |
| sky130_fd_sc_hd__buf_6 | 9 |
| sky130_fd_sc_hd__a2111oi_0 | 30 |
| sky130_fd_sc_hd__buf_1 | 91 |
| sky130_fd_sc_hd__and2_1 | 8 |
| sky130_fd_sc_hd__nand3_1 | 1317 |
| sky130_fd_sc_hd__a22o_1 | 20 |
| sky130_fd_sc_hd__nor3_1 | 26 |
| sky130_fd_sc_hd__nand4_1 | 353 |
| sky130_fd_sc_hd__o21ai_0 | 19 |
| sky130_fd_sc_hd__and3b_1 | 11 |
| sky130_fd_sc_hd__nor4_1 | 68 |
| sky130_fd_sc_hd__and4_1 | 9 |
| sky130_fd_sc_hd__a221oi_1 | 11 |
| sky130_fd_sc_hd__nand2b_1 | 13 |
| sky130_fd_sc_hd__nand2_1 | 46 |
[repair_timing]
action	CTS	global route
endpoints found under the setup margin	0	2
hold endpoints to repair	0	0
resized	0	2
