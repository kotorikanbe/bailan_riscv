**constraint.sdc**
```tcl
current_design Converter_i

set clk_period 9.9
set clk_io_pct 0.2

create_clock -name clk0 -period $clk_period

set non_clock_inputs [all_inputs -no_clocks]
set_input_delay [expr $clk_period * $clk_io_pct] -clock clk0 $non_clock_inputs
set_output_delay [expr $clk_period * $clk_io_pct] -clock clk0 [all_outputs]
```
**design.v**
```verilog
`timescale 1ns/1ns
module  Converter_i 
    (
        input [4:0]          opcode,
        input [31:0]         operator_1,
        input [31:0]         operator_2,
        output reg [31:0]    operator_1_c,
        output reg [31:0]    operator_2_c
    );
        always @(*) begin
            case (opcode)
                5'b00001: begin
                    operator_1_c = operator_1;
                    operator_2_c = ~operator_2 + 1;
                end
                5'b00010: begin
                    if(operator_1[31]) begin
                        operator_1_c = ~operator_1 + 1;
                    end
                    else begin
                        operator_1_c = operator_1;
                    end
                    if(operator_2[31]) begin
                        operator_2_c = ~operator_2 + 1;
                    end
                    else begin
                        operator_2_c = operator_2;
                    end
                end
                5'b00011: begin
                    if(operator_1[31]) begin
                        operator_1_c = ~operator_1 + 1;
                    end
                    else begin
                        operator_1_c = operator_1;
                    end
                    if(operator_2[31]) begin
                        operator_2_c = ~operator_2 + 1;
                    end
                    else begin
                        operator_2_c = operator_2;
                    end
                end
                5'b00100: begin
                    if(operator_1[31]) begin
                        operator_1_c = ~operator_1 + 1;
                    end
                    else begin
                        operator_1_c = operator_1;
                    end
                    operator_2_c = operator_2;
                end
                5'b00110: begin
                    if(operator_1[31]) begin
                        operator_1_c = ~operator_1 + 1;
                    end
                    else begin
                        operator_1_c = operator_1;
                    end
                    if(operator_2[31]) begin
                        operator_2_c = ~operator_2 + 1;
                    end
                    else begin
                        operator_2_c = operator_2;
                    end
                end
                5'b01000: begin
                    if(operator_1[31]) begin
                        operator_1_c = ~operator_1 + 1;
                    end
                    else begin
                        operator_1_c = operator_1;
                    end
                    if(operator_2[31]) begin
                        operator_2_c = ~operator_2 + 1;
                    end
                    else begin
                        operator_2_c = operator_2;
                    end
                end
                5'b10001: begin
                    if(!(operator_1[31] || operator_2[31]))begin
                        operator_1_c = ~operator_1 + 1;
                        operator_2_c = operator_2;
                    end
                    else if(operator_1[31] && operator_2[31])begin
                        operator_1_c = ~{1'b0 , operator_1[30:0]} + 1;
                        operator_2_c = {1'b0 , operator_2[30:0]};
                    end
                    else begin
                        operator_1_c = operator_1;
                        operator_2_c = operator_2;
                    end
                end
                5'b10010: begin
                    operator_1_c = ~operator_1 + 1;
                    operator_2_c = operator_2;
                end
                default: begin
                    operator_1_c = operator_1;
                    operator_2_c = operator_2;
                end
            endcase
        end
endmodule  
```
**run.sh**
```bash
#!/bin/bash
# OpenROAD 26Q1-2900-gdf79404cd8, Yosys 0.63+post, stock flow scripts
make -C /OpenROAD-flow-scripts/flow DESIGN_CONFIG=/design/flow/config.mk WORK_HOME=/design/flow/orfs finish
```
**config.mk**
```make
export PLATFORM = sky130hd
export DESIGN_NAME = Converter_i
export DESIGN_NICKNAME = Converter_i
export VERILOG_FILES = /design/flow/design.v
export SDC_FILE = /design/flow/constraint.sdc
export NUM_CORES = 4
export LEC_CHECK = 1
export CORE_AREA = 10 10 112 112
export DIE_AREA = 0 0 122 122
```
==> reports/qor.yml <==
outcome: "finished, final reports clean"
antenna_left: 0
synthesis.area_per_instance_um2: 6.96
fillCellCount: 1106
log.warning_count: 32
yosysCellCount: 267
drt-initial-drc-count: 143
whs_endpoint: "operator_1_c[0]"
holdPathStages: 2
yosysTopAreaCellShare_pct: 17.9
arr_time_crit_path_ns: 5.23
drv_cap: 0
drv_slew: 0
post-dp-hpwl_mm: 6.60
port_buffers: 133
timing.fmax_ghz: 0.139
whs_ns: 4.85
cp-end-kind: "primary output"
number_of_global_route_vias_before_repair: 2339
layout.clock_buffers: 0
crit_path_start_kind: "input pin"
mux_cell_area_share_pct: 2.29
report.final.setup_viol: 0
die_w_um: 122
gr-usage-all-layers_pct: 9.52
worstHoldStart: "operator_1[0]"
vdd_ir_drop_max_mv: 0.0172
final.setup.tns_ns: 0
maxSlewHeadroom_pct: 57.8
post-route-min-period_ns: 7.21
simple_gate_area_share_pct: 34.9
first_pass_iters: 4
avgRoutedWirePerCell_um: 14.7
wire_length_of_the_first_global_routing_pass_mm: 11.9
chipHeight_um: 122
fin_crit_sh_pct: 72.8
final_hold_viol_count: 0
flip_flop_and_latch_area_um2: 0
n_sequential_cell: 0
post_synth_inst_count: 267
vias: 2375
crit_required_ns: 7.92
adder_share_pct: 2.69
synth_compound_gate_area_share_pct: 28.2
yosysSeqAreaShare_pct: 0
synth-warning-count: 1
worst_slack_ns: 2.69
grt_remaining_overflow: 0
core.rowCount: 37
vias_per_cell: 4.52
detail_route.drc_violations: 0
synthDominantAreaCellType: "sky130_fd_sc_hd__xnor2_1"
chip_area_um2: 14900
synthXorXnorAreaFrac_pct: 27.3
cts.repair.resized: 0
least_margin_pin_slew_ns: 0.627
synth_area_um2: 1860
place.gp.congestion: 0.858
synthTopCellsByArea: "sky130_fd_sc_hd__xnor2_1 18%, sky130_fd_sc_hd__xor2_1 9.4%, sky130_fd_sc_hd__nor2_1 6.3%"
postCtsSetupRepairBufs: 0
area_growth_pct: 78.7
initial_utilization_pct: 18.2
hp-class: "in2out"
io-pin-count: 133
topCombFamilyByArea: "simple AND/OR/NAND/NOR gates"
grt_antenna_before_repair: 0
yosys.cell_count.top_type: "sky130_fd_sc_hd__xnor2_1"
pre_cts_ws_ns: 2.65
leakagePower_nw: 1.11
synth-area-yosys_um2: 1860
synth.top_cells.by_count: "38 x sky130_fd_sc_hd__xnor2_1, 31 x sky130_fd_sc_hd__nor2_1, 20 x sky130_fd_sc_hd__xor2_1, 19 x sky130_fd_sc_hd__nand2_1, 14 x sky130_fd_sc_hd__a21oi_1"
powerDensity_nw_per_um2: 42.7
route.final.wire_length_mm: 7.72
pin_count_of_the_biggest_net_entering_global_routing: 32
n_antenna_cell: 0
ctsHoldBuffers: 0
worst-setup-path-type: "in2out"
grt_setup_unrepaired: "false"
layout-drive-gt1-share_pct: 6.68
synth.distinct_cells: 54
worst-path-max-fanout: 5
core_area_um2: 10200
per-layer routing:
layer  track usage (%)  routed length, um  vias to the layer above
li1                  -                  -                     1239
met1              12.0               3370                     1033
met2              15.2               3270                      101
met3              4.60               1060                        2
met4             0.298                 14                        0
met5                 0                  0                        -
power breakdown:
group / switching, W / internal (W)
clock: 0 / 0
sequential: 0 / 0
combinational: 0.0000508 / 0.0000908
total: 0.0000508 / 0.0000908
cells by family (layout without fill, tap and decap cells):
family	Yosys count	count (layout)
AND/OR/NAND/NOR	110	110
AND-OR/OR-AND	70	70
XOR/XNOR	58	58
buffers and inverters	21	143
adder cells (fa/ha/maj)	4	4
multiplexers	4	4
layout by cell type, fill, tap and decap left out, types with 2 or more instances in the layout:
cell type                         synthesis  layout
sky130_fd_sc_hd__or2_2                    3       3
sky130_fd_sc_hd__o31ai_1                  8       8
sky130_fd_sc_hd__or3_1                    3       3
sky130_fd_sc_hd__nor3_1                   7       7
sky130_fd_sc_hd__mux2i_1                  2       2
sky130_fd_sc_hd__nor2b_1                  4       4
sky130_fd_sc_hd__nand3_1                  6       6
sky130_fd_sc_hd__o21ai_1                  5       5
sky130_fd_sc_hd__a32oi_1                  3       3
sky130_fd_sc_hd__clkdlybuf4s50_1          0     133
sky130_fd_sc_hd__nand2b_1                 5       5
sky130_fd_sc_hd__o41ai_1                  4       4
sky130_fd_sc_hd__inv_1                    8       8
sky130_fd_sc_hd__xor2_1                  20      20
sky130_fd_sc_hd__nand2_1                 19      19
sky130_fd_sc_hd__xnor2_1                 38      38
sky130_fd_sc_hd__nor2_1                  31      31
sky130_fd_sc_hd__nor4_4                   2       2
sky130_fd_sc_hd__nor4_1                   4       4
sky130_fd_sc_hd__o41ai_2                  4       4
sky130_fd_sc_hd__nor3_2                   3       3
sky130_fd_sc_hd__o31ai_2                  3       3
sky130_fd_sc_hd__a21oi_1                 14      14
sky130_fd_sc_hd__a31oi_1                  4       4
sky130_fd_sc_hd__or4_1                    7       7
sky130_fd_sc_hd__ha_1                     4       4
sky130_fd_sc_hd__buf_4                    0       2
sky130_fd_sc_hd__o21ai_0                 11      11
sky130_fd_sc_hd__or4_4                    3       3
sky130_fd_sc_hd__o311ai_0                 2       2
sky130_fd_sc_hd__nor3b_1                  3       3
sky130_fd_sc_hd__or4b_1                   2       2
worst max path at each step:
stage        startpoint  cells after the start               end  slack, ns
4_1_cts   operator_1[3]                     11  operator_1_c[31]       2.64
5_1_grt   operator_1[3]                     11  operator_1_c[31]       2.47
6_report  operator_1[3]                     11  operator_1_c[31]       2.69
worst max-delay path, stage by stage:
cell,delay (ns)
sky130_fd_sc_hd__clkdlybuf4s50_1,0.45
sky130_fd_sc_hd__or4_4,0.59
sky130_fd_sc_hd__or3_1,0.44
sky130_fd_sc_hd__nor3_2,0.29
sky130_fd_sc_hd__and2_1,0.17
sky130_fd_sc_hd__ha_1,0.24
sky130_fd_sc_hd__nor2_1,0.11
sky130_fd_sc_hd__a32oi_1,0.12
sky130_fd_sc_hd__o2bb2ai_1,0.16
sky130_fd_sc_hd__a31oi_1,0.16
sky130_fd_sc_hd__clkdlybuf4s50_1,0.52
layout make-up:
| type | count | area [um2] | area share [%] |
|---|---|---|---|
| inverter | 8 | 30.0 | 0.905 |
| multi-input combinational | 246 | 1770 | 53.4 |
| timing repair buffer | 135 | 1350 | 40.6 |
| tap | 136 | 170 | 5.13 |
metrics by stage:
step / power [W] / utilization (%) / instance area [um2] / std cells
3_3_place_gp: 0.000143 / 32.4 / 3320 / 525
2_1_floorplan: 0.0000442 / - / 1860 / 267
5_1_grt: 0.000156 / 32.4 / 3320 / 525
4_1_cts: 0.000145 / 32.4 / 3320 / 525
6_report: 0.000142 / 32.4 / 3320 / 525
3_5_place_dp: 0.000143 / 32.4 / 3320 / 525
Power figures rest on the tool's default switching activity, not on a simulated workload.
